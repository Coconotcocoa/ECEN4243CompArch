==> design.v <==
module regfile (
      input logic         clk, 
		input logic 	     we3, 
		input logic [4:0]   ra1, ra2, wa3, 
		input logic [31:0]  wd3, 
		output logic [31:0] rd1, rd2);
   logic [31:0] 		    rf[31:0];
   always @ (posedge clk) begin 
      if (we3)
      rf[wa3] <= wd3;
   end
   assign rd1 = (ra1 == 0) ? 32'b0: rf[ra1];
   assign rd2 = (ra2 == 0) ? 32'b0: rf[ra2];   
endmodule  
==> run.sh <==
#!/bin/bash
# OpenROAD 26Q1-2900-gdf79404cd8, Yosys 0.63+post, stock flow scripts
make -C /OpenROAD-flow-scripts/flow DESIGN_CONFIG=/design/flow/config.mk WORK_HOME=/design/flow/orfs finish
==> config.mk <==
export PLATFORM = sky130hd
export DESIGN_NAME = regfile
export DESIGN_NICKNAME = regfile
export VERILOG_FILES = /design/flow/design.v
export SDC_FILE = /design/flow/constraint.sdc
export NUM_CORES = 4
export LEC_CHECK = 1
export CORE_UTILIZATION = 30
==> constraint.sdc <==
current_design regfile

set clk_period 7.4
set clk_io_pct 0.2

create_clock -name clk0 -period $clk_period [get_ports {clk}]

set non_clock_inputs [all_inputs -no_clocks]
set_input_delay [expr $clk_period * $clk_io_pct] -clock clk0 $non_clock_inputs
set_output_delay [expr $clk_period * $clk_io_pct] -clock clk0 [all_outputs]
==> impl_metrics.yaml <==
# generated from flow reports
clocking:
  cts.repair.resized: 0
  clock-root-buffer: "sky130_fd_sc_hd__clkbuf_16"
  cts_made_buffers: 106
  tritoncts_clock_tree: "yes"
  cts.clk_slew.worst_paths_ns: 0.06
  ctsHtreeMaxLevel: 3
  cts_hold_buffers: 0
  cts_post_setup_buffers_inserted: 0
  clock_path_buffers: 3
  clk_sinks: 1024
floorplanning:
  core_region_area_um2: 155000
  io_count: 113
  initial_utilization_pct: 30.3
  placementRows: 144
  die_y_um: 398
  chipArea_um2: 158000
  fp.dieW_um: 398
sta:
  post_layout_minimum_cycle_time_ns: 6.93
  report.final.slew_viol_count: 0
  actual_slew_at_the_worst_max_slew_pin_ns: 1.29
  period_used_pct: 93.6
  final_setup_violation_count: 0
  setup_tns_final_ns: 0
  finalHoldViolCount: 0
  grt_setup_unrepaired: "no"
  max_freq_mhz: 144
  max-slew-margin-rel_pct: 13.2
  least_setup_slack_across_all_paths_after_layout_ns: 0.472
setup_path:
  cp.required_ns: 5.92
  crit_path_end_kind: "primary output"
  worstSetupStartpointType: "input pin"
  worst-path-max-fanout: 47
  worstSetupPathType: "in2out"
  worstPathArrival_ns: 5.45
placed_design:
  dp_hpwl_um: 89700
  dpl_worst_slack_ns: 0.623
  placement.io_buffers: 112
  globalplace.congestion: 0.914
  place_inst: 4502
power:
  power.density_nw_per_um2: 234
  vdd.ir_drop.worst_mv: 0.155
  power.static_leakage_uw: 0.0172
routing:
  n_antenna_cell: 0
  drt_pre_antenna_iters: 6
  detailroute.via_count: 26400
  drtIter0Drc: 1741
  avgViaCountPerCell: 5.62
  wl_per_cell_um: 31.8
  wl_um: 149000
  final_antenna_net_count: 0
  drc: 0
run:
  cap_viol_max_count: 0
  tool_warnings: 26
global_route:
  maximum_number_of_pins_on_one_net_before_global_route_repair: 71
  first_pass_grt_wire_length_um: 211000
  globalRoute.totalOverflow: 0
  antenna_found_initial: 5
  grt_pass1_vias: 29000
  global_route.usage.total_pct: 20.3
yosys:
  synth_cell_type_count: 40
  ys.flops: 1024
  ys_area_um2: 47000
  synthesis.instances: 2400
  netlist_area_pre_place_um2: 47000
  synth_largest_type_area_fraction_pct: 65.5
  ys_warn_count: 1
  synth-cells-yosys: 2400
  yosys.area.top_type: "sky130_fd_sc_hd__edfxtp_1"
  post_synth.cell_area_avg_um2: 19.6
  yosys.stat.seqShare_pct: 65.5
  synth.area.top_cells: "sky130_fd_sc_hd__edfxtp_1 65%, sky130_fd_sc_hd__mux4_2 20%, sky130_fd_sc_hd__mux2i_1 3.9%"
finish:
  layout_top_cell: "sky130_fd_sc_hd__edfxtp_1"
  layout-drive-gt1-share_pct: 29.3
  final_cells: 4688
  layout_top_cells_excl_fill_tap: "1024 x sky130_fd_sc_hd__edfxtp_1, 425 x sky130_fd_sc_hd__mux4_2, 183 x sky130_fd_sc_hd__mux2i_1"
  flow.area_growth_from_synthesis_pct: 16.1
  largest_register_ff_count: 1024
  regMostFlops: "rf"
  largest_registers: "rf: 1024 flops"
status:
  status: "finished clean"
worst_hold_path:
  hp-class: "in2reg"
-- cell families after synthesis --
group / after synthesis / share of synthesized area [%]
muxes: 632 / 24.9
AOI/OAI and AO/OA: 331 / 5.41
buffers and inverters: 226 / 2.31
DFF: 1024 / 65.5
and+or+nand+nor: 187 / 1.94
-- stage by stage --
stage / instance area [um^2] / power, uW / util [%] / hold WS, ns
final: 54500 / 12800 / 35.2 / 1.60
after global placement: 51300 / 7790 / 33.1 / 2.31
after floorplan: 47000 / 7220 / - / 1.58
after detailed placement: 51300 / 7790 / 33.1 / 2.32
after global routing: 54500 / 13100 / 35.2 / 1.61
after CTS: 54500 / 12800 / 35.2 / 1.57
-- critical path: stages --
cell                              delay [ns]
sky130_fd_sc_hd__clkdlybuf4s50_1        0.88
sky130_fd_sc_hd__and2_4                 0.82
sky130_fd_sc_hd__buf_4                  0.41
sky130_fd_sc_hd__a22o_1                 0.18
sky130_fd_sc_hd__a2111oi_0              0.06
sky130_fd_sc_hd__nor3_1                 0.87
sky130_fd_sc_hd__buf_4                  0.26
sky130_fd_sc_hd__clkdlybuf4s50_1        0.46
-- cell type report --
cell class / instances / area [um^2]
clock buffers: 129 / 2760
well taps: 2044 / 2560
fillers: 14100 / 100000
inverters: 25 / 98.8
repair buffers: 259 / 2450
multi-input cells: 1150 / 15400
flip-flops and latches: 1024 / 30700
clock inverters: 57 / 489
-- synthesized netlist by cell type (all sizes together) --
master and number:
a22o 62, nand2b 3, a32o 9, buf 97, nand3 4, o221ai 31, a221o 1, nor2 35
nor3 33, o22a 1, nand2 65, a211oi 47, and3 1, a211o 23, nor2b 8, nor4 9
clkbuf 104, o211ai 1, o22ai 55, a21oi 46, a221oi 23, a21boi 1, mux2i 183, inv 25
and2 13, and4 1, or3 2, edfxtp 1024, nor4b 1, mux2 24, nand3b 7, a2111oi 31
or3b 5, mux4 425
-- final timing paths --
kind                  slack (ns)  cells after the start                    to     from
worst max-delay path        0.47                      8                rd2[1]   ra2[3]
worst min-delay path        1.60                      2  rf[17][13]$_DFFE_PP_  wd3[13]
-- where the power goes --
| group | switching (uW) | internal (uW) | leakage, uW |
|---|---|---|---|
| Clock | 2210 | 2880 | 0.00158 |
| Sequential | 27.0 | 6450 | 0.00922 |
| Combinational | 679 | 510 | 0.00638 |
| Total | 2920 | 9840 | 0.0172 |
-- routing by layer --
metal	vias up	track usage [%]	wire length, um
li1	10800	-	-
met1	13200	21.6	46300
met2	2114	29.7	68000
met3	226	18.5	30700
met4	17	3.83	3400
met5	-	2.97	547
No activity file was given, so power comes from the tool's default toggle rates.
